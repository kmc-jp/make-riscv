File: flow/design.v
`timescale 1ns / 1ps
parameter S_RED = 0;
parameter S_GREEN = 1;
parameter S_YELLOW = 2;
parameter CLK_FREQ = 12000000;
parameter G_PERIOD_MS = 5000;
parameter Y_PERIOD_MS = 1000;
parameter R_PERIOD_MS = 8000;
module TrafficSignal(CLK, RST, CLED);
    input CLK, RST;
    output [2:0] CLED;
    reg [2:0] led_buf;
    reg [1:0] sig_state;
    reg [31:0] cnt_time;
    reg [31:0] cnt_clock;
    wire is_clk_max;
    assign CLED = led_buf;
    always @(posedge CLK) begin
        if(RST == 1) cnt_clock <= 0;
        else begin
            if(cnt_clock >= CLK_FREQ / 1000 - 1) cnt_clock <= 0;
            else cnt_clock <= cnt_clock + 1;
        end
    end
    assign is_clk_max = (cnt_clock == CLK_FREQ / 1000 - 1);
    always @(posedge CLK) begin
        if(RST == 1) begin
            cnt_time <= 0;
            sig_state <= S_RED;
        end
        else begin
            case(sig_state)
            S_RED: begin
                if(cnt_time >= R_PERIOD_MS) begin
                    cnt_time <= 0;
                    sig_state <= S_GREEN;
                end
                else if(is_clk_max) cnt_time <= cnt_time + 1;
            end
            S_GREEN: begin
                if(cnt_time >= G_PERIOD_MS) begin
                    cnt_time <= 0;
                    sig_state <= S_YELLOW;
                end
                else if(is_clk_max) cnt_time <= cnt_time + 1;
            end
            S_YELLOW: begin
                if(cnt_time >= Y_PERIOD_MS) begin
                    cnt_time <= 0;
                    sig_state <= S_RED;
                end
                else if(is_clk_max) cnt_time <= cnt_time + 1;
            end
            default:
                ;
            endcase
        end
    end
    always @(sig_state) begin
        case(sig_state)
        S_RED: led_buf = 3'b011;
        S_GREEN: led_buf = 3'b101;
        S_YELLOW:led_buf = 3'b001;
        default: led_buf = 3'b000;
        endcase
    end
endmodule
File: flow/run.sh
#!/bin/bash
# OpenROAD 26Q1-2900-gdf79404cd8, Yosys 0.63+post, stock flow scripts
make -C /OpenROAD-flow-scripts/flow DESIGN_CONFIG=/design/flow/config.mk WORK_HOME=/design/flow/orfs finish
File: flow/config.mk
export PLATFORM = sky130hd
export DESIGN_NAME = TrafficSignal
export DESIGN_NICKNAME = TrafficSignal
export VERILOG_FILES = /design/flow/design.v
export SDC_FILE = /design/flow/constraint.sdc
export NUM_CORES = 4
export LEC_CHECK = 1
export CORE_UTILIZATION = 40
File: flow/constraint.sdc
current_design TrafficSignal

set clk_period 4.4
set clk_io_pct 0.2

create_clock -name clk0 -period $clk_period [get_ports {CLK}]

set non_clock_inputs [all_inputs -no_clocks]
set_input_delay [expr $clk_period * $clk_io_pct] -clock clk0 $non_clock_inputs
set_output_delay [expr $clk_period * $clk_io_pct] -clock clk0 [all_outputs]
==> design notes <==
A synthesized cell averages 9.29 µm². The worst hold path depth came out at 1. Yosys reports a chip area of 2890 µm².

The DRC violations left is 0, and the worst-case reg-to-reg path depth is 6. Before placement the cells fill 42.0% of the core. The skew report gives the latency at the later pin of the worst-skew pair as 0.35 ns. The transition time recorded at the tightest slew-check pin is 0.677 ns. The top-area cell type share of the netlist area was 46.4%.

The run gives 0 as the number of buffers inserted to repair setup after CTS. Dividing the final minimum period by the clock period gives 61.5%. The pin count of the biggest net entering global routing is 33, and the number of buffers between clock root and the deepest sink is 2. Across every metal layer, demand over resource in global routing totals 16.2%. The worst flop-to-flop path endpoint is cnt_time[9]. The most used flip-flop cell after synthesis is dfxtp_1.

Achievable clock frequency: 0.369 GHz. Detailed routing inserted a total of 2294 vias. Dividing the detail-routed wire length by the instance count gives 12.7 µm.

Measured along the y axis, the die boundary spans 87.0 µm. Summing over the stages, the warning tally comes to 27. Per STA, the worst path is made up of nor3_1, inv_1, clkdlybuf4s50_1. The number of synthesis warnings is 1, and the per-cell via count in the routed design is 5.32. Clock tree synthesis selected as its root buffer the cell clkbuf_8. TritonCTS built the clock tree.

Recorded from the global router log, the overflow total was 0. The worst min-delay path class was reg2reg. The required time at the worst endpoint is listed as 3.52 ns. The detailed router's first-iteration violation count was 131.

From synthesis to final layout, the design area changed by 13.2%. The via count of the first global-routing pass came out at 2006. The data arrival time reported for the critical path is 1.83 ns. In the Yosys stats the netlist draws on 48 distinct library cells. The script computed a power per unit cell area of 349 nW/µm².

The worst setup path is captured at a primary output. The number of cells reported by Yosys stat comes to 311. Max fanout on the critical path was recorded as 6.

Total of max-cap violations: 0. Biggest area consumer among synthesized cells: dfxtp_1. The first global-routing pass estimated 9470 µm of wire.

Per STA, the highest per-stage delay on the worst path measures 0.47 ns. Startpoint type of the worst setup path: a flip-flop. The H-tree was split into 3 levels. Per the finish-stage timing summary, setup violations number 0. The clock sink total is 67, and the die outline width is 87.0 µm.

The run gives 30 for the standard-cell row count. The total half-perimeter wirelength after legalization and detailed placement was 3590 µm; the TritonCTS buffer count was 9. The synthesized netlist handed to floorplanning was reported with a cell count of 311. The flow ran to the end, and the final reports show no timing, DRC or antenna violations.

Among all cell types in the netlist, the one instantiated most often is dfxtp_1. Summing every instance area after synthesis gives 2890 µm². Setup repair after global routing left no endpoint under its margin.

Pin placement for this block handled 5 I/O pins. The async set-reset flop share out of synthesis was 0%. Summing the sequential cell areas from Yosys gives 46.4% of the chip area. The critical path depth was 3. The total of cells resized after clock tree synthesis was 0. Among cell families on the critical path, the largest total delay comes from buffers and inverters. The critical path contains buffers and inverters numbering 2 combined. The clock period could shrink to 2.71 ns. The type of the worst setup path is reg2out. The clock-pin slew reported for the worst setup and hold paths after clock tree synthesis is 0.07 ns, and the register bit count reported by yosys is 67.

Sorting the synthesized cells by area gives the leading types as dfxtp_1 46%, a22oi_1 4.7%, or3_1 3.5%, a21oi_1 2.9%, and4_1 2.4%. The timing report shows that the slowest cell on the worst path is nor3_1. The count of pins over their slew limit was 0; the total power consumption of the routed design was 0.00114 W. The area inside the core boundary was 6870 µm². For this design the static power due to leakage is 1.17 nW. The tools report the capture point of the worst path as CLED[0]. For the maximum vdd drop, the log shows 0.179 mV. The pre-CTS setup check shows a worst slack of 1.65 ns. According to the timing report, the critical path is launched from sig_state[2]. The logs give 1.92 ns for the reg2reg setup slack and 0.0127 ns for the maximum clock skew at final layout. The worst slew slack as a fraction of its limit is 54.5%, and the detailed-route wire length is 5470 µm. Cells with a size suffix above 1 make up 9.55% of the layout. After its last routability iteration, the placer logged a weighted congestion of 0.811. With the number of diodes at 0, the post-synth tally of flip-flops with integrated enable is 0. The number of nets with antenna violations after routing is 0. The number of antenna violations at the first check in global routing was 0.

The worst register-to-register path begins at cnt_clock[0]. Once routing completed, OpenROAD measured the worst setup slack at 1.69 ns. The number of iterations in the first detailed-routing pass came out at 4. Per the placement log, port buffering inserted 4 buffers. The run gives 7560 µm² for the chip footprint. In the synthesized netlist, the cells that appear most often are 67 x dfxtp_1, 18 x a22oi_1, 18 x nor2_1.

Counting endpoints that fail hold in the final report gives 0. For the final setup TNS, the log shows 0 ns. After clock tree synthesis, the flow added hold-fix buffers numbering 0.
-- metrics by stage --
step | hold slack [ns] | utilization (%) | instances | cell area [µm²]
after floorplan | 0.430 | - | 328 | 2950
after detailed placement | 0.470 | 44.6 | 415 | 3070
after global routing | 0.514 | 47.6 | 431 | 3270
after CTS | 0.489 | 47.6 | 431 | 3270
after global placement | 0.442 | 44.6 | 415 | 3070
final | 0.482 | 47.6 | 431 | 3270
-- layout by cell type (no fill, tap or decap), types with 3 or more instances in the layout --
cell / count
dfxtp_1: 67
nor2_1: 18
a22oi_1: 18
conb_1: 18
a21oi_1: 17
nand2_1: 16
or3_1: 16
o21ai_0: 14
nand3_1: 13
inv_1: 11
clkbuf_8: 10
and3_1: 8
and4_1: 8
nand4_1: 8
xnor2_1: 8
nor3_1: 7
xor2_1: 7
nor4_1: 6
or4_1: 6
o31ai_1: 6
nor4_2: 5
a31oi_1: 4
clkdlybuf4s50_1: 4
or2_2: 3
o211ai_1: 3
ha_1: 3
clkinvlp_4: 3
buf_4: 3
-- report_power, final --
| part | leakage (nW) | switching [W] | internal, W |
|---|---|---|---|
| registers | 0.546 | 0.00000405 | 0.000615 |
| clock network | 0.0922 | 0.000234 | 0.000279 |
| logic | 0.528 | 0.00000781 | 0.00000278 |
-- metal layers --
metal | up-vias | part of all wire (%) | GRT usage [%]
li1 | 1176 | - | -
met3 | 11 | 3.4 | 3.46
met2 | 36 | 41 | 22.3
met4 | 0 | 2.1 | 2.73
met1 | 1071 | 54 | 27.0
met5 | - | 0 | 0
-- flip-flops by register name, summed over array words and instances, names as in the netlist --
signal and flops:
cnt_time 32, sig_state 3, cnt_clock 32
-- cell type report --
class	count	area, µm²
fillers	663	3600
multi-input cells	234	1500
flip-flops and latches	67	1340
clock buffers	11	141
well taps	96	120
repair buffers	7	62.6
clock inverters	5	61.3
inverters	11	41.3
-- worst reg2reg max path: cells and delay by family, from the launching register on --
kind	cells	cell delay, ns
AND/OR/NAND/NOR	4	1.65
flip-flops	1	0.38
adder cells (fa/ha/maj)	1	0.21
AND-OR/OR-AND	1	0.16
-- worst min-delay path by stage --
stage / startpoint / to / slack [ns]
CTS: cnt_clock[0] / cnt_clock[0] / 0.49
global route: cnt_clock[0] / cnt_clock[0] / 0.51
finish: cnt_clock[0] / cnt_clock[0] / 0.48
-- kinds of logic (layout without fill, tap and decap cells) --
| logic type | after synthesis | after routing | synth area share [%] |
|---|---|---|---|
| AOI/OAI and AO/OA | 74 | 74 | 16.9 |
| other | 1 | 18 | 0.130 |
| adders and majority gates | 3 | 3 | 1.30 |
| muxes | 1 | 1 | 0.347 |
| DFF | 67 | 67 | 46.4 |
| and+or+nand+nor | 123 | 123 | 26.5 |
| xor gates and xnor gates | 15 | 15 | 4.55 |
| buffers and inverters | 27 | 34 | 3.77 |
No activity file was given, so power comes from the tool's default toggle rates.
