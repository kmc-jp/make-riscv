===== config.mk =====
export PLATFORM = sky130hd
export DESIGN_NAME = Blinky
export DESIGN_NICKNAME = Blinky
export VERILOG_FILES = /design/flow/design.v
export SDC_FILE = /design/flow/constraint.sdc
export NUM_CORES = 4
export LEC_CHECK = 1
export CORE_AREA = 10 10 94 94
export DIE_AREA = 0 0 104 104

===== constraint.sdc =====
current_design Blinky

set clk_period 3.3
set clk_io_pct 0.2

create_clock -name clk0 -period $clk_period [get_ports {CLK}]

set non_clock_inputs [all_inputs -no_clocks]
set_input_delay [expr $clk_period * $clk_io_pct] -clock clk0 $non_clock_inputs
set_output_delay [expr $clk_period * $clk_io_pct] -clock clk0 [all_outputs]

===== design.v =====
`timescale 1ns / 1ps
module Blinky(
    RST, CLK, LED
    );
    input RST, CLK;
    output LED;
    reg [31:0] cnt_led;     
    reg led_buf;            
    assign LED = led_buf;
    initial begin
        cnt_led <= 32'd0;   
        led_buf <= 0;       
    end
    always @(posedge CLK) begin
        if(RST == 1) begin
            cnt_led <= 32'd0;
            led_buf <= 0;
        end
        else begin
            if(cnt_led >= 32'd62500000) begin
                cnt_led <= 32'd0;
                led_buf <= ~led_buf;   
            end
            else begin
                cnt_led <= cnt_led + 32'd1;
            end
        end
    end
endmodule

===== run.sh =====
#!/bin/bash
# OpenROAD 26Q1-2900-gdf79404cd8, Yosys 0.63+post, stock flow scripts
make -C /OpenROAD-flow-scripts/flow DESIGN_CONFIG=/design/flow/config.mk WORK_HOME=/design/flow/orfs finish

==> results.toml <==
# implementation run metrics
[run_status]
status = "finished, final reports clean"

[cells_and_area]
final_layout_top_logic_cell = "dfxtp_1"
stdcell_count = 261
syn_to_final_growth_pct = 16.80
stdcell_area_sq_mm = 0.001653
final_cell_mix = "33 x dfxtp_1, 31 x nor2_1, 16 x xor2_1, 12 x nand3_1, 11 x nand2_1"
drive_above_1_share = 0.09697

[global_route]
antenna_found_initial = 0
globalRoute.totalOverflow = 0
grt_max_degree = 27
grt_pass1_vias = 931
grt_pass1_wl_microns = 4002
grt_use_total = 0.04211

[worst_hold_path]
hp-class = "reg -> reg"

[yosys]
xor_area_frac = 0.1424
synth-simple-area-share = 0.3050
mux_share = 0
ys_area_sq_mm = 0.001415
yosys.area_share.aoi = 0.03890
synth_stat.cells = 152
avgSynthCellArea_sq_um = 9.310
yosys_warnings = 1
yosysUniqueCellTypes = 29
yosysSeqAreaShare = 0.4668
ys.flops = 33
synth-main-ff-cell = "dfxtp_1"
logic_family = "simple AND/OR/NAND/NOR gates"
syn_area_sq_mm = 0.001415
async_flop_share = 0
edf_count = 0
synthAdderAreaFrac = 0.01768
netlist_instances = 152

[cts]
hold_buffers = 0
clkSlewWorstSetupHoldPaths_ps = 60
cts_tree = "done"
htree_levels = 2
cts_max_path_buffers = 2
cts_buffers = 5
clkLatencyLatePin_ps = 280
clock_sinks = 33
cts_root_buf = "clkbuf_8"
cts_resized = 0
postCtsSetupRepairBufs = 0

[timing]
setup_ws_ps = 1535
fin_crit_sh = 0.5349
period_needed_ps = 1765
finClkSkew_ps = 4.108
fmax_mhz = 566.5
setup_viol = 0
slew_viol_final = 0
rsz0062_at_grt = "no"
final_hold_viol_count = 0
finalSetupTns_ps = 0

[routing]
drt-met1-wl_microns = 1135
vias = 975
antenna_left = 0
drt_iter0_drc = 46
wl_microns = 2217
first_pass_iters = 4
wl_met2_microns = 941
met3WireLength_microns = 122
drc = 0
detail_route.vias_per_cell = 3.736
wl_per_cell_microns = 8.494
num_antenna_cells = 0
top_layer = "met4"

[place]
place_ws_ps = 1593
place.gp.congestion = 0.7970
place_inst = 253
portBuffers = 2
dp_hpwl_microns = 1492
postPlaceCellArea_sq_mm = 0.001551

[flow_run]
warnings = 27
cap_violations = 0

[floorplanning]
dieWidth_microns = 104
row_count = 30
die_area_sq_mm = 0.01082
boundaryPins = 3
die_y_microns = 104
core_sq_mm = 0.006832
fp_util = 0.2071

[power_and_ir_drop]
seqPwrFrac = 0.547
power.switching_mw = 0.1452
leakagePower_nw = 0.5312
combinationalPowerShare = 0.010
p_per_area_mw_per_mm2 = 448.7
ir_drop_mv = 0.2226
clockPowerShare = 0.443
swShare = 0.1959
internal-power_mw = 0.5964

[critical_path]
crit_path_max_incr_delay_ps = 480
cp_max_fo = 3
start_kind = "register"
worstSetupStartpoint = "led_buf"
cp_num_cells = 1
crit_path_end_kind = "output pin"
crit-reg2reg-capture = "cnt_led[13]"
cp.required_ps = 2640
cp.arrival_ps = 1110
worst-path-buf-inv = 1
ff2ff_path_depth = 5
r2r_start = "cnt_led[22]"
regToRegSetupSlack_ps = 1640
crit_path_end = "LED"
critical_path.top_delay_family = "buffers and inverters"
path_cells = "clkdlybuf4s50_1"
crit_path_top_delay_cell = "clkdlybuf4s50_1"
crit_type = "reg -> out"
## cell type report
| type | count | area (sq um) |
|---|---|---|
| Fill cell | 766 | 5179 |
| Multi-Input combinational cell | 118 | 735.7 |
| Sequential cell | 33 | 660.6 |
| Tap cell | 96 | 120.1 |
| Clock buffer | 7 | 96.34 |
| Timing Repair Buffer | 2 | 20.02 |
| Inverter | 4 | 15.01 |
| Clock inverter | 1 | 5.005 |
## power groups by stage
stage	combinational, mW	clock, mW	sequential, mW
6_report	0.00718	0.329	0.406
5_1_grt	0.00830	0.357	0.406
4_1_cts	0.00738	0.343	0.405
## registers in the layout (all words and copies together), names as in the netlist
name     count
led_buf      1
cnt_led     32
## through the flow
step             util  hold WS (ps)  power (mW)
3_3_place_gp   0.2271         460.9      0.4216
4_1_cts        0.2419         486.5      0.7554
3_5_place_dp   0.2271         469.8      0.4219
6_report       0.2419         479.5      0.7416
2_1_floorplan       -         439.9      0.4182
5_1_grt        0.2419         517.0      0.7709
## kinds of logic after synthesis
group	Yosys count
DFF	33
xor gates and xnor gates	23
buffers and inverters	6
other	1
adders and majority gates	2
AOI/OAI and AO/OA	8
and+or+nand+nor	79
## per-layer routing
| layer | up-vias | GRT usage |
|---|---|---|
| met3 | 2 | 0.01504 |
| met1 | 428 | 0.05753 |
| met5 | - | 0 |
| met2 | 18 | 0.06351 |
| li1 | 527 | - |
| met4 | 0 | 0.006958 |
## cells in the mapped netlist, types with 2 or more instances
library cell | instances | area share
dfxtp_1 | 33 | 0.47
nor2_1 | 31 | 0.082
xor2_1 | 16 | 0.099
nand3_1 | 12 | 0.042
nand2_1 | 11 | 0.029
xnor2_1 | 7 | 0.043
nand4_1 | 5 | 0.022
nor3_1 | 5 | 0.018
inv_1 | 4 | 0.011
and2_1 | 3 | 0.013
and3_1 | 3 | 0.013
a21oi_1 | 2 | 0.0071
buf_6 | 2 | 0.016
ha_1 | 2 | 0.018
nor4_4 | 2 | 0.030
## worst min-delay path by stage
stage | from | endpoint | cells after the start
final | cnt_led[0] | cnt_led[0] | 1
after global routing | led_buf | led_buf | 2
after CTS | cnt_led[0] | cnt_led[0] | 1
Power figures rest on the tool's default switching activity, not on a simulated workload.
