==> ./design.v <==
`timescale 1ns / 1ps
module led_module(CLK, RST, LEDS);
    input CLK, RST;
    output [2:0] LEDS;
    reg [31:0] cnt_clock;
    wire is_clk_max;
    reg [7:0] lb_r;
    reg [7:0] lb_g;
    reg [7:0] lb_b;
    parameter CLK_FREQ = 12000000;
    pwm_modulator mb(CLK, RST, lb_b, LEDS[0], CLK_FREQ);
    pwm_modulator mg(CLK, RST, lb_g, LEDS[1], CLK_FREQ);
    pwm_modulator mr(CLK, RST, lb_r, LEDS[2], CLK_FREQ);
    always @(posedge CLK) begin
        if(RST == 1) cnt_clock <= 0;
        else begin
            if(cnt_clock >= CLK_FREQ / 100 - 1) cnt_clock <= 0;
            else cnt_clock <= cnt_clock + 1;
        end
    end
    assign is_clk_max = (cnt_clock == CLK_FREQ / 100 - 1);
    always @(posedge CLK) begin
        if(RST == 1) begin
            lb_r <= 8'd0;
            lb_g <= 8'd85;
            lb_b <= 8'd171;
        end
        else begin
            if(is_clk_max) begin
                lb_r <= lb_r + 1;
                lb_g <= lb_g + 2;
                lb_b <= lb_b + 4;
            end
        end
    end
endmodule
module pwm_modulator(CLK, RST, VAL, MOUT, C_FREQ);
    input CLK, RST;
    input [7:0] VAL;
   input [64:0] C_FREQ;
    output MOUT;
    reg out_buf;
    reg [7:0] cnt_time;
    reg [31:0] cnt_clock;
    wire is_clk_max;
    assign MOUT = out_buf;
    always @(posedge CLK) begin
        if(RST == 1) cnt_clock <= 0;
        else begin
            if(cnt_clock >= C_FREQ / 100000 - 1) cnt_clock <= 0;
            else cnt_clock <= cnt_clock + 1;
        end
    end
    assign is_clk_max = (cnt_clock == C_FREQ / 100000 - 1);
    always @(posedge CLK) begin
        if(RST == 1) begin
            out_buf <= 0;
            cnt_time <= 8'b0;
        end
        else begin
            if(is_clk_max) cnt_time <= cnt_time + 1;
            if(cnt_time >= VAL) out_buf <= 0;
            else out_buf <= 1;
        end
    end
endmodule
==> ./run.sh <==
#!/bin/bash
# OpenROAD 26Q1-2900-gdf79404cd8, Yosys 0.63+post, stock flow scripts
make -C /OpenROAD-flow-scripts/flow DESIGN_CONFIG=/design/flow/config.mk WORK_HOME=/design/flow/orfs finish
==> ./config.mk <==
export PLATFORM = sky130hd
export DESIGN_NAME = led_module
export DESIGN_NICKNAME = led_module
export VERILOG_FILES = /design/flow/design.v
export SDC_FILE = /design/flow/constraint.sdc
export NUM_CORES = 4
export LEC_CHECK = 1
export CORE_UTILIZATION = 50
==> ./constraint.sdc <==
current_design led_module

set clk_period 4.2
set clk_io_pct 0.2

create_clock -name clk0 -period $clk_period [get_ports {CLK}]

set non_clock_inputs [all_inputs -no_clocks]
set_input_delay [expr $clk_period * $clk_io_pct] -clock clk0 $non_clock_inputs
set_output_delay [expr $clk_period * $clk_io_pct] -clock clk0 [all_outputs]
==> git commit body <==
Add synthesis and place-and-route results

- Timing would allow up to 415 MHz.
- Signal routing reaches up to met4.
- Warnings reported by Yosys during synthesis add up to 5.
- IR analysis of the VDD net gives a maximum drop of 0.000349 V.
- The final power report lists total power as about 3.4 mW.
- Per the synth stats, the proportion of register bits with asynchronous set or reset is 0%.
- Synth Seq Share: 56.2%
* Maximum buffer depth of the clock tree: 2
- The synthesized design contains ~180 register bits.
- In this run, synthesis inferred 0 flip-flops with an integrated enable.
- Most used cell, CP: sky130_fd_sc_hd__or3_1
* Initial antenna violation count: 0
* Relative max-transition margin: about three fifths
* Gp weighted congestion: 0.780
* Crit path capture type: register
- Max-area cell share: a little under three fifths
* Largest net degree at the start of global routing: 29
- Largest incremental delay on the critical path: ~0.55 ns
* Port bufs: 4
- Number of failing setup endpoints in the final timing report: 0
- The floorplan step set the die height to 114 um.
- GRT Resource Usage Total: ~17%
- In this run the tools logged warnings totalling 25.
* Die span in x: approximately 110 um
* Sum of overflow across all layers after global routing: 0
- Dividing total power by cell area gives a power density of roughly 460 nW/um^2.
* Post-synthesis cell type with the largest combined area: sky130_fd_sc_hd__dfxtp_1
* Post-DRT Antenna Nets: 0
- Fp_density: 51.8%
- Per the CTS log, the maximum H-tree level is 4.
- Measured slew at the worst slew-check pin: between 0.5 and 0.6 ns
* Average vias per placed instance: around 4.7
* Type of the worst setup path: register to register
* Boundary Pins: 5
* Mapped Cells: a little over 600
* Unrepaired setup endpoints after global routing: no
- Largest cells by area: sky130_fd_sc_hd__dfxtp_1 56%, sky130_fd_sc_hd__ha_1 6.2%, sky130_fd_sc_hd__nor2_1 4.6%, sky130_fd_sc_hd__xnor2_1 3.9%, sky130_fd_sc_hd__nor4_1 3.3%
- Number of instances resized during post-cts repair: 0
- The stat command in Yosys gives a chip area of about 6300 um^2.
* Post-CTS Hold Fix Bufs: 0
- Wire length on met3: between 300 and 400 um
- Worst EP arrival: approximately 2.8 ns
- The timing report shows that the slowest cell on the worst path is sky130_fd_sc_hd__or4_4.
- Cell count listed in synth_stat.txt: about 620
- The first routing iteration left 215 violations.
- Final period utilization: a little under three fifths
- Status: finished clean
- The number of global-route vias before repair came to slightly below 4000.
* Latency at later pin: 0.42 ns
- Final-layout setup total negative slack: 0 ns
- The leakage component of the power was reported as ~2.9 nW.
* Max Cap Violations: 0
- After clock tree synthesis, the clock-pin slew on the worst setup and hold paths is roughly 0.070 ns.
* TritonCTS clock tree: yes
- The total area inside the core boundary comes to between 10000 and 15000 um^2.
- For this run, the detailed router's first-pass iteration total came to 4.
- Cell area after synthesis: around 6300 um^2
* Die Area: 13000 um^2
- The area growth from synthesis to layout is 17.8%.
- The routed design has roughly 9600 um of wire.
* CTS buffer count: 17
- Synthesized area divided by synthesized cell count: between 10 and 15 um^2
* Share of final-layout standard cells stronger than drive strength 1: 5.60%
- Detailed placement finished with a half-perimeter wire length of approximately 6500 um.
* Row cnt: roughly 40
- Shortest clock period the worst path allows after layout: around 2.4 ns
- The gate-level netlist out of Yosys references 42 unique cell types.
- Via count: approximately 4200
- Post-CTS timing repair inserted 0 buffers for setup.
- Highest fanout seen on the critical path: 10
* Met1 routed wirelength after detailed routing: between 5000 and 6000 um
- Wire length on met2: about 4000 um
* Post-detailed-route DRC marker count: 0
- In the final report, the number of pins over their slew limit comes to 0.
* Final Skew: roughly 0.0070 ns
- The root buffer cell chosen for the clock tree is sky130_fd_sc_hd__clkbuf_16.
- The most critical min-delay path falls under register to register.
* Global-route wire length before repair: about 17000 um
* Routed len/inst: between 10 and 15 um
- In the routed netlist, the antenna diode instances number 0.
- For this run, the leading register cell type out of synthesis is sky130_fd_sc_hd__dfxtp_1.
* Fin. Hold Viols: 0
- The worst setup path is launched from a register.
- Cell-by-cell trace of the critical path: or4_4, or3_1, or3_1, or3_1, a21oi_1
- Number of clock sinks: 176
* Worst endpoint required time: 4.55 ns
==> worst max-delay path, delay by kind of cell, from the launching register on <==
kind / cells / cell delay, ns
and+or+nand+nor: 4 / 1.86
DFF: 1 / 0.35
AOI/OAI and AO/OA: 1 / 0.13
==> placed cells by master (no fill, tap or decap), drive strengths merged, types with 15 or more instances in the layout <==
cell type | netlist | routed
dfxtp | 176 | 176
conb | 1 | 90
nor2 | 77 | 77
inv | 34 | 41
nor4 | 33 | 33
nand3 | 31 | 31
ha | 31 | 31
xnor2 | 28 | 28
a21oi | 27 | 27
nand2 | 23 | 23
clkbuf | 10 | 20
nand4 | 19 | 19
o21ai | 16 | 16
xor2 | 16 | 16
or3 | 15 | 15
==> final cells by class <==
class | count | area [um^2]
fillers | 1013 | 4720
well taps | 168 | 210
flip-flops and latches | 176 | 3520
multi-input cells | 485 | 2870
clock inverters | 12 | 170
inverters | 34 | 128
repair buffers | 5 | 42.5
clock buffers | 20 | 447
==> kinds of logic (layout without fill, tap and decap cells) <==
family / after synthesis / after routing / share of synthesized area [%]
adder cells (fa/ha/maj): 31 / 31 / 6.18
AND/OR/NAND/NOR: 248 / 248 / 20.7
buffers and inverters: 51 / 71 / 3.37
AND-OR/OR-AND: 65 / 65 / 6.18
XOR/XNOR: 44 / 44 / 6.14
multiplexers: 7 / 7 / 1.20
flip-flops: 176 / 176 / 56.2
other: 1 / 90 / 0.0598
==> registers in the layout, indices dropped and copies added (netlist names) <==
name / cells
mr.out_buf: 1
mg.out_buf: 1
mb.cnt_clock: 32
mr.cnt_clock: 32
lb_r: 8
cnt_clock: 32
mb.cnt_time: 8
mb.out_buf: 1
mg.cnt_time: 8
mg.cnt_clock: 32
mr.cnt_time: 8
lb_g: 7
lb_b: 6
==> through the flow <==
step	util [%]	worst slack (ns)	cells	hold slack (ns)	cell area [um^2]
6_report	61.1	1.79	900	0.448	7390
5_1_grt	61.1	1.67	900	0.495	7390
4_1_cts	61.1	1.79	900	0.450	7390
3_5_place_dp	56.0	1.81	868	0.440	6780
3_3_place_gp	56.0	1.84	868	0.429	6780
2_1_floorplan	-	1.92	712	0.418	6610
==> where the power goes <==
group	total (mW)	internal, mW	leakage [nW]	switching, mW
clock network	1.62	0.969	0.299	0.646
registers	1.73	1.72	1.45	0.0119
logic	0.0285	0.00776	1.13	0.0208
==> cell usage after synthesis (3+ instances only) <==
library cell,n
sky130_fd_sc_hd__dfxtp_1,176
sky130_fd_sc_hd__nor2_1,77
sky130_fd_sc_hd__inv_1,34
sky130_fd_sc_hd__nor4_1,33
sky130_fd_sc_hd__ha_1,31
sky130_fd_sc_hd__nand3_1,31
sky130_fd_sc_hd__xnor2_1,28
sky130_fd_sc_hd__a21oi_1,27
sky130_fd_sc_hd__nand2_1,23
sky130_fd_sc_hd__nand4_1,19
sky130_fd_sc_hd__o21ai_0,16
sky130_fd_sc_hd__xor2_1,16
sky130_fd_sc_hd__or3_1,15
sky130_fd_sc_hd__clkbuf_1,10
sky130_fd_sc_hd__nor3_1,10
sky130_fd_sc_hd__and3_1,9
sky130_fd_sc_hd__o31ai_1,7
sky130_fd_sc_hd__a21o_1,6
sky130_fd_sc_hd__nor2b_1,6
sky130_fd_sc_hd__or4_1,6
sky130_fd_sc_hd__and4_1,5
sky130_fd_sc_hd__and2_1,4
sky130_fd_sc_hd__mux2_2,4
sky130_fd_sc_hd__nand4b_1,4
sky130_fd_sc_hd__buf_4,3
sky130_fd_sc_hd__mux2i_1,3
==> path summary, 6_finish.rpt <==
check | from | endpoint | slack, ns | depth (start not counted)
worst max register to register | cnt_clock[13]$_SDFF_PP0_ | lb_r[7]$_SDFFE_PP0P_ | 1.79 | 5
worst min-delay path | mg.cnt_clock[0]$_SDFF_PP0_ | mg.cnt_clock[0]$_SDFF_PP0_ | 0.45 | 1
worst max-delay path | cnt_clock[13]$_SDFF_PP0_ | lb_r[7]$_SDFFE_PP0P_ | 1.79 | 5
worst min register to register | mg.cnt_clock[0]$_SDFF_PP0_ | mg.cnt_clock[0]$_SDFF_PP0_ | 0.45 | 1
==> per-layer routing <==
| metal | track usage (%) | up-vias |
|---|---|---|
| met3 | 3.52 | 6 |
| met2 | 24.6 | 40 |
| li1 | - | 2281 |
| met5 | 0 | - |
| met4 | 1.90 | 0 |
| met1 | 27.6 | 1870 |
Power and IR drop assume default switching activity.
